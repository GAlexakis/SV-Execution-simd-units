`./config.mk`:
```
export PLATFORM = sky130hd
export DESIGN_NAME = divider
export DESIGN_NICKNAME = divider
export VERILOG_FILES = /design/flow/design.v
export SDC_FILE = /design/flow/constraint.sdc
export NUM_CORES = 4
export LEC_CHECK = 1
export CORE_UTILIZATION = 50
export SYNTH_HDL_FRONTEND = slang
```
`./constraint.sdc`:
```
current_design divider

set clk_period 12.5
set clk_io_pct 0.2

create_clock -name clk0 -period $clk_period [get_ports {clk}]

set non_clock_inputs [all_inputs -no_clocks]
set_input_delay [expr $clk_period * $clk_io_pct] -clock clk0 $non_clock_inputs
set_output_delay [expr $clk_period * $clk_io_pct] -clock clk0 [all_outputs]
```
`./design.v`:
```
module buffer #(
    parameter int WIDTH = 32
)(
    input logic clk,
    input logic rst,
    input   logic push,
    output  logic ready,
    input   logic [WIDTH - 1 : 0] data_i,
    output  logic valid,
    input   logic pop,
    output  logic [WIDTH - 1 : 0] data_o
);
    logic full;
    logic [WIDTH - 1 : 0] data;
    always_ff @(posedge clk) if (push) data <= data_i;
    assign data_o = data;
    always_ff @(posedge clk) begin
        if (rst) full <= 1'b0;
        else if (push) full <= 1'b1;
        else if (pop) full <= 1'b0;
    end
    assign ready = ~full;
    assign valid = full;
endmodule
module divide_unit #(
    parameter int WIDTH = 32
)(
    input logic clk,
    input   logic compute_start,
    output  logic compute_end,
    input   logic [WIDTH - 1 : 0] a,
    input   logic [WIDTH - 1 : 0] b,
    input logic op,
    output  logic [WIDTH - 1 : 0] rem,
    output  logic [WIDTH - 1 : 0] result
);
    logic [WIDTH - 1 : 0] div;
    logic [WIDTH - 1 : 0] saved_a;
    logic [WIDTH - 1 : 0] saved_b;
    logic  saved_op;
    logic invert;
    assign invert = {rem[WIDTH - 2 : 0], saved_a[WIDTH - 1]}  >= saved_b;
    logic [WIDTH - 1 : 0] sub_rem;
    assign sub_rem = {rem[WIDTH - 2 : 0], saved_a[WIDTH - 1]} - saved_b;
    logic [$clog2(WIDTH) : 0] left_zeros_a;
    logic [$clog2(WIDTH) : 0] right_zeros_a;
    logic [$clog2(WIDTH) : 0] counter;
    logic computing;
    logic found_left_a;
    logic found_right_a;
    always_comb begin
        left_zeros_a    = 0;
        right_zeros_a   = 0;
        found_left_a    = 1'b0;
        found_right_a   = 1'b0;
        for (int i = 0; i < WIDTH; ++i) begin
            if (!(a[WIDTH - i - 1] || found_left_a)) left_zeros_a += 1;
            if (!(a[i] || found_right_a)) right_zeros_a += 1;
            if (a[WIDTH - i - 1]) found_left_a = 1'b1;
            if (a[i]) found_right_a = 1'b1;
        end
    end
    always_ff @(posedge clk) begin
        if (compute_start) counter <= right_zeros_a;
        else if (computing && !(|saved_a) && counter > 0) counter <= counter - 1;
    end
    assign compute_end = computing && counter == 0;
    always_ff @(posedge clk) begin
        if (compute_start) computing = 1'b1;
        else if (compute_end) computing = 1'b0;
    end
    always_ff @(posedge clk) begin
        if (compute_start) begin
            saved_a     <= a << left_zeros_a;
            saved_b     <= b;
            saved_op    <= op;
            div         <= 0;
            rem         <= 0;
        end else begin
            saved_a <= {saved_a[WIDTH - 2 : 0], 1'b0};
            rem[0] <= invert ? sub_rem[0] : saved_a[WIDTH - 1];
            for (int i = 1; i < WIDTH; ++i) begin
                rem[i] <= invert ? sub_rem[i] :  rem[i - 1];
            end
            div <= {div[WIDTH - 2 : 0], invert};
        end
    end
    assign result = saved_op ? div : rem;
endmodule
module divider #(
    parameter int WIDTH = 32
)(
    input logic clk,
    input logic rst,
    input   logic valid,
    output  logic pop,
    input   logic ready,
    output  logic push,
    input   logic [WIDTH - 1 : 0] a,
    input   logic [WIDTH - 1 : 0] b,
    input logic op,
    output  logic [WIDTH - 1 : 0] result
);
    logic [WIDTH - 1 : 0] unit_result;
    logic compute_start;
    logic compute_end;
    unit_state #(.WIDTH(WIDTH), .OP_BITS(1)) divider_state (
        .clk            (clk),
        .rst            (rst),
        .valid          (valid),
        .pop            (pop),
        .ready          (ready),
        .push           (push),
        .compute_start  (compute_start),
        .compute_end    (compute_end),
        .unit_result    (unit_result),
        .result         (result)
    );
    divide_unit #(.WIDTH(WIDTH)) divide_unit (
        .clk            (clk),
        .compute_start  (compute_start),
        .compute_end    (compute_end),
        .a              (a),
        .b              (b),
        .op             (op),
        .result         (unit_result)
    );
endmodule
module unit_state #(
    parameter int WIDTH     = 32,
    parameter int OP_BITS   = 1
)(
    input logic clk,
    input logic rst,
    input   logic valid,
    output  logic pop,
    input   logic ready,
    output  logic push,
    output  logic compute_start,
    input   logic compute_end,
    input   logic [WIDTH - 1 : 0] unit_result,
    output  logic [WIDTH - 1 : 0] result
);
    typedef enum logic [1 : 0] {
        WAIT_READY,
        WAIT_VALID,
        COMPUTE,
        WAIT_BUFFER
    } state_e;
    state_e state;
    state_e next_state;
    logic buffer_push;
    logic buffer_ready;
    logic buffer_valid;
    logic buffer_pop;
    logic result_valid;
    always_ff @(posedge clk) begin : next_values
        state      <= next_state;
    end
    always_comb begin : fsm_state
        next_state = state;
        if (rst) begin
            if (ready && valid) next_state = COMPUTE;
            else if (ready) next_state = WAIT_VALID;
            else next_state = WAIT_READY;
        end else case (state)
            WAIT_READY : begin
                if (ready) begin
                    if (valid) next_state = COMPUTE;
                    else next_state = WAIT_VALID;
                end
            end
            WAIT_VALID : begin
                if (valid) next_state = COMPUTE;
            end
            COMPUTE : begin
                if (compute_end) begin
                    if (buffer_ready && ready && valid) next_state = COMPUTE;
                    else if (buffer_ready && ready) next_state = WAIT_VALID;
                    else if (buffer_ready) next_state = WAIT_READY;
                    else next_state = WAIT_BUFFER;
                end
            end
            WAIT_BUFFER : begin
                if (buffer_ready) begin
                    if (ready && valid) next_state = COMPUTE;
                    else if (ready) next_state = WAIT_VALID;
                    else  next_state = WAIT_READY;
                end
            end
        endcase
    end
    assign compute_start = (state != COMPUTE || compute_end) && next_state == COMPUTE;
    assign result_valid = compute_end || state == WAIT_BUFFER;
    assign buffer_push  = buffer_ready & result_valid;
    assign buffer_pop   = buffer_valid & ready;
    assign push = buffer_pop;
    assign pop  = compute_start;
    buffer #(.WIDTH(WIDTH)) buffer (
        .clk    (clk),
        .rst    (rst),
        .push   (buffer_push),
        .ready  (buffer_ready),
        .data_i (unit_result),
        .valid  (buffer_valid),
        .pop    (buffer_pop),
        .data_o (result)
    );
endmodule
```
`./run.sh`:
```
#!/bin/bash
# OpenROAD 26Q1-2900-gdf79404cd8, Yosys 0.63+post, stock flow scripts
make -C /OpenROAD-flow-scripts/flow DESIGN_CONFIG=/design/flow/config.mk WORK_HOME=/design/flow/orfs finish
```
==> reports/qor.yml <==
worst_ir_drop_on_vdd_v: 0.000129
p_switching_uw: 783
finalWorstPathRequiredPeriod_ps: 20400
drtPass1Iterations: 7
vias: 15873
fp.dieH_um: 180
fp.dieW_um: 180
maximum_fanout_count_along_the_critical_path: 7
power.combinational.fraction_pct: 41.8
finalClockSkew_ps: 10.0
final_hold_viol_count: 0
timing.setup.critical_path_class: "in -> reg"
r2r_start: "divide_unit.saved_a[31]"
first_pass_grt_wire_length_mm: 74.2
vias_per_cell: 5.54
count_of_filler_cells_inserted_in_the_layout: 2269
setup.worst_path.end_class: "flip-flop"
flop_area_um2: 4170
comb_area_um2: 12200
ff2ff_setup_slack_ps: 6410
critical_path_origin: "a[29]"
synth.distinct_cells: 89
portBuffers: 102
worst_path_most_repeated_cell: "ha_1"
floorplan.die_area_um2: 32500
worstReg2RegEnd: "divide_unit.rem[26]"
maxCapViolCount: 0
max_clock_freq_mhz: 49.0
core_area_um2: 30900
clock_sinks: 173
wl_per_cell_um: 16.1
finish.instance_area_um2: 22400
synth-edff-count: 71
post_synth.cell_area_avg_um2: 8.06
ant_nets: 0
power.share.sequential_pct: 34.0
synthesis.yosys.warnings: 0
fp_util_pct: 51.4
drt_drc_violations_left: 0
io_pins: 103
drc_violation_total_after_the_first_tritonroute_iteration: 947
track_usage_pct: 28.9
ys_seq_share_pct: 26.3
routabilityCongestion: 0.924
grt-ovfl-total: 0
layout_setup_ws_ps: -7900
post_route_cells_drive_above_1_share_pct: 30.9
failed_checks: "setup timing"
max-clock-path-buffers: 2
timing_worst_slew_pin_value_ps: 913
total_leakage_power_uw: 0.00977
fraction_of_power_spent_switching_nets_pct: 34.5
yosysCellCount: 1971
crit_path_arrival_time_ps: 20760
placementRows: 64
timing.hold.worst.start: "divide_unit.div[20]"
cp_data_required_time_ps: 12860
clk_latency_ps: 430
syn-instance-count: 1971
post_cts_hold_buffer_count: 0
route.final.wire_length_mm: 46.1
grt_pass1_vias: 14760
clk_pin_slew_ps: 60
internal_power_uw: 1490
place_hpwl_mm: 35.2
post-route-util_pct: 72.3
power_frac_clock_pct: 24.1
syn_to_final_growth_pct: 40.8
warning_count: 29
number_of_antenna_violations_at_the_first_check_in_global_routing: 0
placed_cells_incl_taps: 2775
synth-async-reset-ratio_pct: 0
holdPathEnd: "divide_unit.div[21]"
final_max_slew_viol_count: 0
worst_rel_slew_slack_pct: 38.6
grt_start_max_net_pins: 80
cts_max_level: 4
startpoint_class_of_the_critical_path: "input port"
timing.final.crit_share_pct: 163
worst_path_max_delay_cell: "or4_4"
synth_area_um2: 15900
timing.reg2reg.worst_path_depth: 24
outcome: "finished, violations left"
cts_made_buffers: 17
power.density_nw_per_um2: 101
top_reg_cell_synth: "dfxtp_1"
clk_root_buffer_cell: "clkbuf_16"
total_cell_area_reported_by_yosys_after_synthesis_um2: 15900
ys.flops: 173
layout.cells.non_filler: 2865
timing.hold.worst.class: "reg -> reg"
dp_slack_ps: -8930
antenna_cells: 0
finalSetupViolCount: 37
unrepaired_setup_endpoints_after_global_routing: "true"
tritoncts_clock_tree: "built"
smallest_hold_slack_ps: 446
whs_path_depth: 1
timing.critical_path.slowest_cell_delay_ps: 520
place_area_um2: 20500
worst max-delay path, delay by kind of cell:
family | cells | cell delay, ps
compound gates | 25 | 3720
fa+ha+maj | 27 | 7240
buf+inv | 8 | 910
mux | 18 | 3820
simple gates | 21 | 2570
power by group through the flow:
stage | Clock [uW] | Combinational [uW] | Sequential (uW)
6_report | 547 | 949 | 772
5_1_grt | 580 | 1050 | 784
4_1_cts | 554 | 905 | 771
cell usage in the layout, fill, tap and decap left out, types with 14 or more instances in the layout:
master / count
mux2i_2: 20
o21ai_0: 51
a21oi_1: 100
nor2b_1: 40
nand4_1: 21
edfxtp_1: 71
nand2_1: 210
clkbuf_16: 17
xnor2_1: 76
nor4_1: 27
mux2_2: 42
nand2b_1: 25
o31a_1: 16
a31oi_1: 16
o21ai_2: 21
and3_1: 26
nor2_1: 193
or3_1: 16
mux2i_1: 67
inv_1: 91
and2_1: 43
clkdlybuf4s50_1: 95
ha_4: 18
o31ai_1: 14
dfxtp_1: 102
buf_4: 432
nor3_1: 54
xor2_1: 52
o21ai_1: 18
a21oi_2: 20
nand3_1: 42
ha_1: 71
kinds of logic (layout without fill, tap and decap cells):
kind of cell    after synthesis  after routing  share of synthesized area [%]
simple gates                794            796                           24.4
compound gates              425            425                           17.5
buf+inv                     185            680                           4.46
flops                       173            173                           26.3
xor+xnor                    155            155                           10.5
mux                         147            148                           9.66
fa+ha+maj                    92             92                           7.28
routing by layer:
layer  track usage (%)  up-vias  share of wire, %
met2              41.1      392                41
met5                 0        -                 0
met1              48.5     7390                52
li1                  -     8060                 -
met3              5.43       31               6.3
met4              2.05        0              0.83
through the flow:
stage	power (uW)	TNS (ps)
after floorplan	1380	-257590
after global placement	1630	-281720
after detailed placement	1630	-291110
after CTS	2230	-253410
after global routing	2420	-291110
final	2270	-256330
sequential cells by signal (all words and copies together) (netlist names):
signal and count:
divider_state.buffer.valid 1, divide_unit.saved_b 32, divide_unit.saved_op 1, divide_unit.rem 32
divider_state.buffer.data_o 32, divide_unit.saved_a 32, divider_state.state 4, divide_unit.computing 1
divide_unit.counter 6, divide_unit.div 32
area by class of cell:
type                       count  area share, %
multi-input combinational   1616           54.4
clock buffer                  19           2.03
timing repair buffer         553           20.3
inverter                      95           1.61
clock inverter                13          0.727
sequential                   173           18.7
tap                          396           2.22
worst max path at each step:
stage	endpoint	slack [ps]	depth (start not counted)
after CTS	divide_unit.saved_a[18]	-7830	98
after global routing	divide_unit.saved_a[13]	-8870	100
final	divide_unit.saved_a[18]	-7900	99
what timing repair did:
action                     CTS  global route
resized                    116           100
pin swaps                  118            85
setup buffers               47             8
cloned                       2             1
setup endpoints to repair   37            37
cells in the mapped netlist (all sizes together) (12+ instances only):
cell type  count  area [um^2]
buf           16         72.6
nor2         209          801
o31ai         19          148
a21boi        14          105
clkbuf        74          279
inv           95          357
or2           12         75.1
nand2        225          852
a21oi        123          623
edfxtp        71         2130
xnor2         83          779
o21ai         94          470
ha            90         1130
dfxtp        102         2040
nand2b        25          156
a31oi         16          100
nand3         46          230
nand4         21          131
or3           16          100
mux2i         96          961
nor3          59          307
and2          46          288
o31a          16          140
mux2          51          574
nor2b         45          282
xor2          57          541
a211oi        24          180
xnor3         13          299
nor4          30          200
and3          28          180
Power figures rest on the tool's default switching activity, not on a simulated workload.
