File: config.mk
export PLATFORM = sky130hd
export DESIGN_NAME = simd_adder
export DESIGN_NICKNAME = simd_adder
export VERILOG_FILES = /design/flow/design.v
export SDC_FILE = /design/flow/constraint.sdc
export NUM_CORES = 4
export LEC_CHECK = 1
export CORE_AREA = 10 10 130 130
export DIE_AREA = 0 0 140 140
export SYNTH_HDL_FRONTEND = slang
File: constraint.sdc
current_design simd_adder

set clk_period 42.8
set clk_io_pct 0.2

create_clock -name clk0 -period $clk_period

set non_clock_inputs [all_inputs -no_clocks]
set_input_delay [expr $clk_period * $clk_io_pct] -clock clk0 $non_clock_inputs
set_output_delay [expr $clk_period * $clk_io_pct] -clock clk0 [all_outputs]
File: design.v
module part_adder #(
    parameter int WIDTH = 8
)(
    input   logic carry_i,
    input   logic [WIDTH - 1 : 0] opA,
    input   logic [WIDTH - 1 : 0] opB,
    output  logic [WIDTH - 1 : 0] result,
    output  logic carry_o
);
    assign {carry_o, result} = opA + opB + carry_i;
endmodule
module simd_adder #(
    parameter int MIN_WIDTH = 8,
    parameter int MAX_WIDTH = 64,
    parameter int SEW_WIDTH = $clog2(MAX_WIDTH/MIN_WIDTH) + 1
)(
    input   logic sub,
    input   logic [SEW_WIDTH - 1 : 0] sew,
    input   logic [MAX_WIDTH - 1 : 0] opA,
    input   logic [MAX_WIDTH - 1 : 0] opB,
    output  logic [MAX_WIDTH - 1 : 0] result
);
    logic [MAX_WIDTH - 1 : 0] opB_real;
    assign opB_real = sub ? ~opB : opB;
    localparam int ADDERS = MAX_WIDTH/MIN_WIDTH;
    logic [ADDERS - 1 : 0] carries_i;
    logic [ADDERS - 1 : 0] carries_o;
    logic [ADDERS - 2 : 0] stop_carry;
    always_comb begin
        carries_i[0] = sub;
        for (int i = 1; i < ADDERS; ++i) carries_i[i] = stop_carry[i - 1] ? sub : carries_o[i - 1];
    end
    always_comb begin
        stop_carry = 0;
        for (int i = 0; i < SEW_WIDTH; ++i) begin
            for (int j = ADDERS/(2**i); j < ADDERS; j += ADDERS/(2**i))
                stop_carry[j - 1] |= sew[i];
        end
    end
    logic [ADDERS - 1 : 0] mul_flag;
    logic [ADDERS - 1 : 0][ADDERS - 1 : 0] mul_sel;
    logic [ADDERS - 1 : 0][ADDERS - 1 : 0] mul_final_flags;
    logic [SEW_WIDTH - 2 : 0]sew_rev;
    always_comb begin
        mul_flag[0] = 1'b1;
        for (int i = 1; i < ADDERS; ++i) mul_flag[i] = ~stop_carry[i - 1] & mul_flag[i - 1];
        for (int i = 0; i < SEW_WIDTH - 1; ++i) sew_rev[i] = sew[SEW_WIDTH - i - 1];
        mul_sel[0] = mul_flag;
        for (int i = 1; i < ADDERS; ++i) if (!sew[0]) begin
            mul_sel[i] = mul_sel[i - 1] << sew_rev;
        end
        for (int i = 0; i < SEW_WIDTH; ++i) if (sew[i]) begin
            for (int j = 0; j < ADDERS; ++j) begin
                mul_final_flags[j] = mul_sel[j/(2**(SEW_WIDTH - i - 1))];
            end
        end
    end
    logic [ADDERS - 1 : 0][MAX_WIDTH - 1 : 0] mul_masks;
    always_comb for (int i = 0; i < ADDERS; ++i) for (int j = 0; j < ADDERS; ++j) mul_masks[i][j*MIN_WIDTH +: MIN_WIDTH] = {MIN_WIDTH{mul_final_flags[i][j]}};
    genvar i, j;
    generate
        for (i = 0; i < ADDERS; ++i) begin : gen_part_adders
            part_adder #(.WIDTH(MIN_WIDTH)) padder (
                .carry_i    (carries_i[i]),
                .opA        (opA[i*MIN_WIDTH +: MIN_WIDTH]),
                .opB        (opB_real[i*MIN_WIDTH +: MIN_WIDTH]),
                .result     (result[i*MIN_WIDTH +: MIN_WIDTH]),
                .carry_o    (carries_o[i])
            );
        end
    endgenerate
endmodule
File: run.sh
#!/bin/bash
# OpenROAD 26Q1-2900-gdf79404cd8, Yosys 0.63+post, stock flow scripts
make -C /OpenROAD-flow-scripts/flow DESIGN_CONFIG=/design/flow/config.mk WORK_HOME=/design/flow/orfs finish
==> reports/results.txt <==
crit path DRT: 34.24 ns
Avg WL per Cell: 14.7 um
Levels on crit path: 59
Syn-to-layout area delta: 63.1%
post-CTS setup buffer count: 0
# rows: 43
most common cell in the netlist: xor2_1
Crit path top cell by count: fa_1
port bufs: 196
fp util: 24.3%
OpenROAD warnings: 33
largest net degree at the start of global routing: 40
CORE AREA: 14000 um2
post-route non-filler standard cell count: 819
flop count: 0
Setup TNS: 0 ns
max-slew violation count: 0
hpwl dp: 10800 um
Synth area leaders: ha_1, xor2_1, fa_1, xnor2_1, inv_1
Mapped Cells: 452
yosys stat cell total: 452
static leakage: 2.36 nW
Die W: 140 um
critical path launch point type: input port
DRT Wirelength: 12000 um
TritonRoute pass-1 iters: 4
Synth Cell Area: 3400 um2
drt via density: 4.49
Cell Type Count: 39
global-route wire length before repair: 18900 um
RSZ-0062 raised after global routing: false
Top-area cell share: 20.2%
initial antenna violation count: 0
worst slew pin tran: 0.621 ns
Die Height: 140 um
Worst Hold Class: input port to output pin
Post-synth top cells: xor2_1, ha_1, inv_1, nor2_1, xnor2_1
GP Congestion: 0.896
I/O Pins: 197
Vias: 3680
average size of a mapped cell: 7.53 um2
VDD IR max: 0.00859 mV
cell family with most CP delay: adder cells
Fmax: 0.0319 GHz
hold_buf cts: 0
placed cells: 819
Setup CP Type: input port to output pin
Min-Delay Path Depth: 3
grt total ovfl: 0
diode count: 0
sequential share of the synthesized area: 0%
Tot GR Track Use: 11.6%
DRC violations left: 0
yosys warning tally: 0
Worst setup EP type: output pin
PD cells: 20.3 nW/um2
Yosys Chip Area: 3400 um2
Util after Layout: 39.7%
Crit path largest cell delay: 0.47 ns
total power draw: 0.113 mW
max_slew headroom: 58.6%
Fin. Hold Viols: 0
CTS resizes: 0
register area: 0 um2
total die size: 19600 um2
result of the run: finished, final reports clean
Period minus WS final: 31.31 ns
crit-path max FO: 4
1st-iter DRT viols: 79
clock buffer count: 0
Crit path buffers/inverters: 3
final worst-path cycle share: 73.2%
vias in the first global route: 3707
CP arrival: 22.75 ns
Final setup violation count: 0
number of max-cap violations: 0
crit path max-delay cell type: clkdlybuf4s50_1
share of cells above drive strength 1: 2.03%
ANT nets after route: 0
Yosys top cell by area: ha_1
## path summary, 6_finish.rpt
check | startpoint | end | slack, ns
hold / removal | opA[0] | result[0] | 18.09
setup / recovery | opB[1] | result[62] | 11.49
## layout by cell type, fill, tap and decap left out, types with 2 or more instances in the layout
cell and instances:
a21boi_2 4, a21oi_1 13, a221oi_1 6, a311o_1 5, a31o_2 2, a31oi_1 2
buf_4 3, clkdlybuf4s50_1 195, fa_1 15, ha_1 55, inv_1 52, mux2i_1 7
nand2_1 18, nand3_1 17, nand4_1 2, nor2_1 46, nor2b_1 20, nor3_1 23
o2111ai_1 9, o211ai_1 3, o21a_1 18, o21ai_0 4, o21ai_1 6, o21bai_1 2
o31a_1 3, o41ai_1 4, xnor2_1 33, xor2_1 61
## routing by layer
layer / share of wire (%) / track usage [%] / up-vias
met1: 42 / 14.1 / 1598
met4: 0 / 0 / 0
met5: 0 / 0 / -
met2: 47 / 19.7 / 134
li1: - / - / 1948
met3: 11 / 5.00 / 0
## power breakdown
group          internal (mW)  switching, mW
Clock                      0              0
Sequential                 0              0
Combinational         0.0695         0.0431
Total                 0.0695         0.0431
## through the flow
step	area, um2	setup slack, ns	hold slack (ns)
4_1_cts	5550	11.35	18.11
5_1_grt	5550	10.64	18.14
3_5_place_dp	5550	11.38	18.11
6_report	5550	11.49	18.09
2_1_floorplan	3400	13.09	17.15
3_3_place_gp	5550	11.49	18.12
## kinds of logic after synthesis
kind of cell    count (synthesis)  synth area share [%]
buf+inv                        63                  7.24
fa+ha+maj                      70                  29.0
simple gates                  133                  18.7
compound gates                 85                  18.8
xor+xnor                       94                  24.2
mux                             7                  2.06
## area by class of cell
type | instances | area (um2)
Fill cell | 1395 | 8440
Timing Repair Buffer | 198 | 1970
Multi-Input combinational cell | 389 | 3160
Tap cell | 180 | 225
Inverter | 52 | 195
Power is estimated from default activity; no workload was simulated.
