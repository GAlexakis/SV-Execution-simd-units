`flow/run.sh`:
```
#!/bin/bash
# OpenROAD 26Q1-2900-gdf79404cd8, Yosys 0.63+post, stock flow scripts
make -C /OpenROAD-flow-scripts/flow DESIGN_CONFIG=/design/flow/config.mk WORK_HOME=/design/flow/orfs finish
```
`flow/config.mk`:
```
export PLATFORM = sky130hd
export DESIGN_NAME = vector_divide_unit
export DESIGN_NICKNAME = vector_divide_unit
export VERILOG_FILES = /design/flow/design.v
export SDC_FILE = /design/flow/constraint.sdc
export NUM_CORES = 4
export LEC_CHECK = 1
export CORE_UTILIZATION = 50
export SYNTH_HDL_FRONTEND = slang
```
`flow/constraint.sdc`:
```
current_design vector_divide_unit

set clk_period 28.0
set clk_io_pct 0.2

create_clock -name clk0 -period $clk_period [get_ports {clk}]

set non_clock_inputs [all_inputs -no_clocks]
set_input_delay [expr $clk_period * $clk_io_pct] -clock clk0 $non_clock_inputs
set_output_delay [expr $clk_period * $clk_io_pct] -clock clk0 [all_outputs]
```
`flow/design.v`:
```
module vector_divide_unit #(
    parameter int WIDTH = 64
)(
    input logic clk,
    input   logic compute_start,
    output  logic compute_end,
    input   logic [WIDTH - 1 : 0] a,
    input   logic [WIDTH - 1 : 0] b,
    input logic op,
    input logic [$clog2(WIDTH/8) - 1 : 0] sew,
    output  logic [WIDTH - 1 : 0] result
);
    logic [WIDTH - 1 : 0] div;
    logic [WIDTH - 1 : 0] rem;
    logic [WIDTH - 1 : 0] saved_a;
    logic [WIDTH - 1 : 0] saved_b;
    logic  saved_op;
    logic invert;
    assign invert = {rem[WIDTH - 2 : 0], saved_a[WIDTH - 1]}  >= saved_b;
    logic [WIDTH - 1 : 0] sub_rem;
    assign sub_rem = {rem[WIDTH - 2 : 0], saved_a[WIDTH - 1]} - saved_b;
    logic [$clog2(WIDTH) : 0] left_zeros_a;
    logic [$clog2(WIDTH) : 0] right_zeros_a;
    logic [$clog2(WIDTH) : 0] counter;
    logic computing;
    logic found_left_a;
    logic found_right_a;
    always_comb begin
        left_zeros_a    = 0;
        right_zeros_a   = 0;
        found_left_a    = 1'b0;
        found_right_a   = 1'b0;
        for (int i = 0; i < WIDTH; ++i) begin
            if (!(a[WIDTH - i - 1] || found_left_a)) left_zeros_a += 1;
            if (!(a[i] || found_right_a)) right_zeros_a += 1;
            if (a[WIDTH - i - 1]) found_left_a = 1'b1;
            if (a[i]) found_right_a = 1'b1;
        end
    end
    always_ff @(posedge clk) begin
        if (compute_start) counter <= right_zeros_a;
        else if (computing && !(|saved_a) && counter > 0) counter <= counter - 1;
    end
    assign compute_end = computing && counter == 0;
    always_ff @(posedge clk) begin
        if (compute_start) computing = 1'b1;
        else if (compute_end) computing = 1'b0;
    end
    always_ff @(posedge clk) begin
        if (compute_start) begin
            saved_a     <= a << left_zeros_a;
            saved_b     <= b;
            saved_op    <= op;
            div         <= 0;
            rem         <= 0;
        end else begin
            saved_a <= {saved_a[WIDTH - 2 : 0], 1'b0};
            rem[0] <= invert ? sub_rem[0] : saved_a[WIDTH - 1];
            for (int i = 1; i < WIDTH; ++i) begin
                rem[i] <= invert ? sub_rem[i] :  rem[i - 1];
            end
            div <= {div[WIDTH - 2 : 0], invert};
        end
    end
    assign result = saved_op ? div : rem;
endmodule
```
==> results.txt <==
This note records the results obtained with Yosys and OpenROAD.

Outcome
The final reports fail on setup timing. The flow ran to the end, but the final reports show violations.

CTS
The total of hold buffers inserted after clock tree synthesis is 0. The clock reaches the later pin of the worst-skew pair after 0.54 ns. The largest buffer count on any clock path is 3. Buffers inserted during clock tree synthesis total 24. In this run the number of H-tree levels came out at 1. The CTS tree is done. Per the CTS log, the root buffer master is sky130_fd_sc_hd__clkbuf_16. The clock net in this run drives a total of 265 sinks. The registers of the reported paths see a clock transition of 0.07 ns.

Global routing
In the global route stage, overall resource usage came out at 0.289. The global-route wire length before repair is 158 mm. Entering global routing, the biggest net connects 99 pins. The total congestion overflow is 0. The number of global-route vias before repair was 31,400. The initial antenna violation count is 0.

Floorplanning
The initial utilization of the core area, before any placement, comes to 0.510. According to the floorplan report, the die width is 259 um. The core outline area is 64,800 um^2. The floorplan step set the die height to 259 um.

According to the I/O placement log, the pin count is 199. In this run the core area contains 93 standard-cell rows. The total die size is 67,100 um^2.

Worst setup path
The kind of launch point of the worst setup path is an input pin. The worst setup path is captured at a register. The startpoint-to-endpoint class of the critical path is in -> reg.

The critical path arrival is 40.97 ns. The largest driver fanout on the critical path is 16. The family of cells with the greatest summed delay on the critical path is adder cells.

The dominant cell type by count on the critical path is sky130_fd_sc_hd__buf_4. The data required time reported for the critical path is 28.48 ns. For this run, the slowest stage of the critical path takes 0.53 ns. The timing report notes that buffer and inverter cells on the critical path total 51. The slowest cell on the critical path is sky130_fd_sc_hd__or4_4. STA lists the startpoint of the worst register-to-register path as saved_a[63]. In this run the worst setup path begins at a[61].

STA
The count of endpoints failing setup in the final report is 70. Per the slew report, the remaining headroom to the max-slew limit stands at 0.422. The final number of hold-violating endpoints is 0.

Setup repair after global routing could not meet its margin everywhere. The final critical delay including setup and external delays is 40.49 ns. Counting pins that exceed their max-slew limit in the final report gives 0. The fmax is 24.7 MHz. The post-layout period usage of the worst path is 1.45. Looking at the max-slew report, the worst-margin pin has a slew of 0.860 ns.

Once routing completed, OpenROAD measured the worst setup slack at -12.49 ns. Between clock sinks in the finished design, the worst skew comes to 0.0268 ns.

Yosys
Summing every instance area after synthesis gives 33,000 um^2. Yosys mapped a number of flops with a built-in enable equal to 72. The synthesis stat section lists a flop and latch total of 265.

Per the synth stats, the flop cell with the highest instance count is sky130_fd_sc_hd__dfxtp_1. The tally of unique sky130hd cells used after synthesis is 111. Summed over all instances, the cell type with the most area after synthesis is sky130_fd_sc_hd__dfxtp_1. Ranked by total cell area, the synthesized netlist is headed by sky130_fd_sc_hd__dfxtp_1, sky130_fd_sc_hd__mux2i_1, sky130_fd_sc_hd__ha_1. The synthesized netlist handed to floorplanning was reported with a cell count of 4,308. The warning count from the yosys run is 0. The share of async-settable or async-resettable flops after synthesis is 0.

The area fraction of the largest cell type after synthesis is 0.117. The total cells reported by yosys after synthesis is 4,308. The average cell area after synthesis is 7.67 um^2. The share of the Yosys chip area taken by registers is 0.182.

The stat command in Yosys gives a chip area of 33,000 um^2.

Min path
Checking hold timing, the worst path is listed with class reg -> reg. The startpoint identified for the worst hold timing path is saved_a[39].

Placed design
The sum of net half-perimeters after detailed placement is 75.5 mm. Routability-driven placement finished with a final weighted congestion of 0.968. At the placement stage, the worst setup path has a slack of -14.20 ns. The count of buffers added on input and output ports is 195.

Routing
Once detail routing completed, the nets flagged for antenna violations numbered 0. The average wire length per cell after detail routing is 15.6 um. The first routing iteration left 1,859 violations. In the routed design, unresolved DRC markers number 0.

The wire length recorded after detailed routing is 95.4 mm. For this block, the via count after detailed routing is 33,100. The total antenna diodes in the routed design is 0. After detailed routing, the number of vias per cell comes to 5.40. The pre-antenna-repair detailed-routing pass consisted of 6 iterations.

Power and ir drop
The highest supply drop recorded on VDD is 0.0000456 V. The leakage component of the power is 0.0197 uW. The flow reported a cell area power density of 26.1 nW/um^2.

Finish
Of the cells placed in the final design, the portion with a size suffix greater than 1 is 0.262. The layout has 5,377 filler cells. Relative to the synthesized area, the layout overhead comes to 34.9%.

The end-of-flow core utilization is 0.688.

Run
The max-cap violation count is 0. The logs give a warning total of 31.
## worst register-to-register path: cells and delay by family, from the launching register on
| family | cells | cell delay, ns |
|---|---|---|
| multiplexers | 1 | 0.37 |
| flip-flops | 1 | 0.40 |
| AND/OR/NAND/NOR | 5 | 0.71 |
| adder cells (fa/ha/maj) | 2 | 0.63 |
| AND-OR/OR-AND | 25 | 5.08 |
| buffers and inverters | 2 | 0.70 |
## cell families (layout without fill, tap and decap cells)
kind of cell | count (synthesis) | count (layout) | share of synthesized area
AOI/OAI and AO/OA | 907 | 907 | 0.178
xor gates and xnor gates | 454 | 454 | 0.147
adders and majority gates | 204 | 204 | 0.0763
buffers and inverters | 392 | 1357 | 0.0463
DFF | 265 | 265 | 0.182
muxes | 365 | 365 | 0.118
and+or+nand+nor | 1721 | 1723 | 0.252
## layout by cell type, fill, tap and decap left out, types with 123 or more instances in the layout
cell type and count:
sky130_fd_sc_hd__dfxtp_1 193, sky130_fd_sc_hd__mux2i_1 226, sky130_fd_sc_hd__a21oi_1 235, sky130_fd_sc_hd__clkdlybuf4s50_1 186, sky130_fd_sc_hd__ha_1 148, sky130_fd_sc_hd__xnor2_1 253, sky130_fd_sc_hd__nand3_1 141, sky130_fd_sc_hd__nor2b_1 131
sky130_fd_sc_hd__buf_4 893, sky130_fd_sc_hd__o21ai_0 171, sky130_fd_sc_hd__inv_1 196, sky130_fd_sc_hd__xor2_1 123, sky130_fd_sc_hd__nand2_1 520, sky130_fd_sc_hd__nor2_1 437
## timing repair
| action | in CTS | in global routing |
|---|---|---|
| pin swaps | 91 | 70 |
| cloned | 5 | 0 |
| endpoints found under the setup margin | 70 | 70 |
| resized | 60 | 96 |
| setup buffers | 70 | 23 |
## registers in the layout (all words and copies together) (netlist names)
| name | count |
|---|---|
| div | 64 |
| rem | 64 |
| saved_a | 64 |
| saved_b | 64 |
| counter | 7 |
| computing | 1 |
| saved_op | 1 |
## where the power goes
group	leakage [uW]	switching (uW)	internal, uW
logic	0.0170	202	203
registers	0.00228	13.0	417
clock network	0.000397	146	184
## cell type report
cell class                 instances  area (um^2)  area share
clock buffer                      34          731      0.0164
clock inverter                    10         66.3     0.00149
tap                              855         1070      0.0240
multi-input combinational       3653        26800       0.602
timing repair buffer            1111         9070       0.204
inverter                         202          761      0.0171
sequential                       265         6030       0.135
## through the flow
step	cell area, um^2	power, uW	std cells	setup TNS, ns	hold WS [ns]
2_1_floorplan	33700	653	4308	-869.54	0.430
3_3_place_gp	42400	808	5991	-925.32	0.436
3_5_place_dp	42400	809	5991	-971.84	0.443
4_1_cts	44000	1160	6110	-851.58	0.458
5_1_grt	44600	1230	6130	-996.93	0.467
6_report	44600	1170	6130	-862.08	0.457
## worst paths after layout
path | endpoint | cells past startpoint | slack (ns)
setup / recovery | saved_a[7] | 230 | -12.49
hold / removal | saved_a[40] | 1 | 0.46
setup reg to reg | rem[8] | 35 | 20.00
hold reg to reg | saved_a[40] | 1 | 0.46
## cells in the mapped netlist, drive strengths merged (38+ instances only)
library cell  instances
nor2b               136
a21oi               259
inv                 202
nand3               144
mux2i               255
nand2b               58
xnor2               282
buf                  46
mux2                102
xor2                139
nor2                453
o21ai               216
nor3                104
clkbuf              144
a21o                 50
and2                 49
edfxtp               72
and3                 58
dfxtp               193
a211oi               38
nor4                 44
ha                  186
nand2               540
## routing by layer
metal / track usage / part of all wire / vias up
met5: 0 / 0 / -
met4: 0.0380 / 0.014 / 0
met3: 0.0289 / 0.043 / 78
met2: 0.472 / 0.45 / 612
met1: 0.431 / 0.49 / 15200
li1: - / - / 17200
Power is estimated from default activity; no workload was simulated.
